$ cat ./run.sh
#!/bin/bash
# OpenROAD 26Q1-2900-gdf79404cd8, Yosys 0.63+post, stock flow scripts
make -C /OpenROAD-flow-scripts/flow DESIGN_CONFIG=/design/flow/config.mk WORK_HOME=/design/flow/orfs finish
$ cat ./config.mk
export PLATFORM = sky130hd
export DESIGN_NAME = spi_controller
export DESIGN_NICKNAME = spi_controller
export VERILOG_FILES = /design/flow/design.v
export SDC_FILE = /design/flow/constraint.sdc
export NUM_CORES = 4
export LEC_CHECK = 1
export CORE_UTILIZATION = 40
$ cat ./constraint.sdc
current_design spi_controller

set clk_period 11.8
set clk_io_pct 0.2

create_clock -name clk0 -period $clk_period [get_ports {clk}]

set non_clock_inputs [all_inputs -no_clocks]
set_input_delay [expr $clk_period * $clk_io_pct] -clock clk0 $non_clock_inputs
set_output_delay [expr $clk_period * $clk_io_pct] -clock clk0 [all_outputs]
$ cat ./design.v
module spi_controller (
clk, reset, pwrite, paddr, pwdata, prdata, penable, pready,
sclk_reff, sclk, mosi, miso, cs
);
parameter NO_OF_TXS = 8;
parameter WIDTH = 8;
input clk, reset, pwrite, penable;
input [WIDTH-1:0] paddr;
input [WIDTH-1:0] pwdata;
output reg pready;
output reg [WIDTH-1:0] prdata;
output reg sclk;
output reg mosi;
input sclk_reff,miso;
output reg [2:0] cs;	 
parameter S_IDLE = 5'b00001;	 
parameter S_ADDR = 5'b00010;	 
parameter S_IDLE_BW_ADDR_DATA = 5'b00100;	 
parameter S_DATA = 5'b01000;	 
parameter S_IDLE_WITH_TXS_PENDING = 5'b10000;	 
reg [WIDTH-1:0] addr_reg [NO_OF_TXS-1:0];
reg [WIDTH-1:0] data_reg [NO_OF_TXS-1:0];
reg [WIDTH-1:0] ctrl_reg;
reg [4:0] state, next_state;
reg sclk_running_f;
reg [2:0] num_txs_pending;	 
reg [2:0] current_tx_index;	 
reg [WIDTH-1:0] addr_tx;	
reg [WIDTH-1:0] data_tx;
reg [WIDTH-1:0] data_rx;
int count;
always @(posedge clk) begin
	if (reset) begin
		prdata <= 0;
		pready <= 0;
		mosi <= 0;
		cs <= 3'b001;
		state <= S_IDLE;
		next_state <= S_IDLE;
		sclk_running_f <= 0;
		num_txs_pending <= 0;
		current_tx_index <= 0;
		addr_tx <= 0;
		data_tx <= 0;
		data_rx <= 0;
		count <= 0;
		for (int i=0;i<NO_OF_TXS;i++) begin
			addr_reg[i] <= 0;
			data_reg[i] <= 0;	
		end
		ctrl_reg <= 0;
	end
	else begin
		if (penable == 1) begin
			pready <= 1;
			if (pwrite == 1) begin
				if (paddr >= 8'h00 && paddr <= 8'h07) addr_reg[paddr] <= pwdata;
				if (paddr >= 8'h10 && paddr <= 8'h17) data_reg[paddr-8'h10] <= pwdata;
				if (paddr == 8'h20) ctrl_reg <= pwdata;
			end
			else begin
				if (paddr >= 8'h0 && paddr <= 8'h8) prdata <= addr_reg[paddr];
				if (paddr >= 8'h10 && paddr <= 8'h17) prdata <= data_reg[paddr-8'h10];
				if (paddr == 8'h20) prdata <= ctrl_reg;				
			end
		end
		else begin 
			pready <= 0;
		end
	end 
end
assign sclk = sclk_running_f ? sclk_reff : (1'b1);
always @(posedge clk) begin
	if (reset != 1) begin
		case (state) 
			S_IDLE : begin
				sclk_running_f = 0;
				mosi = 1; 
				if (ctrl_reg[0] == 1) begin
					num_txs_pending <= ctrl_reg[3:1]+1; 
					current_tx_index <= ctrl_reg[6:4];
					addr_tx <= addr_reg[current_tx_index];
					data_tx <= data_reg[current_tx_index];
					next_state <= S_ADDR;
				end
				else begin
					next_state <= S_IDLE;
				end 
			end 
			S_ADDR : begin
				sclk_running_f = 1;
				count <= 0;
				mosi <= addr_tx[count];			 
				count <= count+1;
				if (count == 8) begin
					count <= 0;
					next_state <= S_IDLE_BW_ADDR_DATA;
				end
			end
			S_IDLE_BW_ADDR_DATA : begin
				sclk_running_f <= 0;
				mosi <= 1;
				count <= count+1;
				if (count == 4) begin
					count <= 0;
					next_state <= S_DATA;
				end
			end
			S_DATA : begin
				sclk_running_f <= 1;
				if (addr_tx[WIDTH-1]==1) begin
					mosi <= data_tx[count];		 
					count <= count+1;
				end 
				else begin
					data_rx[count] <= miso;		 
					count <= count+1;
				end
				if (count==8) begin
					current_tx_index <= current_tx_index+1;
					num_txs_pending <= num_txs_pending-1;
					if (num_txs_pending==0) begin
						count <=0;
						ctrl_reg[7] <= 1; 
						ctrl_reg[0] <= 0;
						next_state <= S_IDLE;	
					end
					else begin
						count <= 0;
						next_state <= S_IDLE_WITH_TXS_PENDING;
					end
				end
			end
			S_IDLE_WITH_TXS_PENDING : begin
				sclk_running_f <= 1;
				mosi <= 1;
				count <= count+1;
				if (count==4) begin
					count <= 0;
					addr_tx <= addr_reg[current_tx_index];
					data_tx <= data_reg[current_tx_index];
					next_state <= S_ADDR;
				end
			end
			default : next_state <= S_IDLE;
		endcase
	end
end
always @(next_state) begin
	state = next_state;
end
endmodule
==> flow_summary.toml <==
# flow metrics
[route]
wire_per_inst_um = 20.07
drt_iter0_drc = 268
routed_wl_um = 15820
via_per_inst = 5.305
drcViolationCount = 0
diodes = 0
ant_nets = 0
vias = 4180
firstDrtPassIters = 4

[layout]
most-common-layout-cells = "and2_1 (129), edfxtp_1 (128), nor2_1 (36)"
nFillCells = 1406
drive_gt1_frac = 0.1373
final_cell_area_um2 = 7814
fin_util = 0.4729
lay_top_count = "and2_1"
synthToLayoutAreaGrowth_pct = 15.71

[setup_path]
r2r_end = "prdata[5]$_SDFFE_PP0P_"
worstSetupPathType = "in2reg"
critPathTopFamily = "simple AND/OR/NAND/NOR gates"
cp.buffers_inverters = 1
cp_max_fo = 21
r2r_slack_ns = 10.06
cp.arrival_ns = 5.07
cp_slowest_cell = "clkdlybuf4s50_1"
endpoint_kind = "register"
r2r_start = "data_reg[6][5]$_SDFFCE_PN0P_"
cp.required_ns = 11.90
cp_slowest_stage_delay_ns = 0.81
path_cells = "clkdlybuf4s50_1 > nor2b_1 > and3_1 > nand3b_1 > nor3_1 > or2_2"
start_kind = "input pin"
rr_worst_depth = 5

[global_routing]
grt_max_degree = 52
grt_pass1_wl_um = 24920
antenna_found_initial = 0
grt_pass1_vias = 4405
grt_usage = 0.2065
grt_overflow_total = 0

[yosys]
yosysCellCount = 527
largest_area_cell = "edfxtp_1"
avgSynthCellArea_um2 = 12.81
syn_inst = 527
postSynthSeqShare = 0.6137
top_area_frac = 0.5692
edf_count = 128
ff_type = "edfxtp_1"
syn_area_um2 = 6753
topCellsByArea = "edfxtp_1 (57%), and2_1 (12%), mux4_2 (5.0%)"
async_reset_ff_frac = 0
yosysChipArea_um2 = 6753
synth.distinct_cells = 51
ys.flops = 143
ys_warn_count = 69

[power_and_ir_drop]
clkPwrFrac = 0.437
p_leak_nw = 2.747
pwr-share-seq = 0.496
p_sw_uw = 247.7
ir_drop_uv = 82.29
switching_share = 0.2120
p_comb_frac = 0.068
p_int_uw = 920.8
p_per_area_nw_per_um2 = 149.5

[sta]
slew_headroom = 0.3957
hold_viol = 0
finalClockSkew_ns = 0.007693
finalMaxSlewViolations = 0
rsz0062_at_grt = "false"
period_used_share = 0.4217
setup_viol = 0
timing.setup.tns_ns = 0
tightestPinTransition_ns = 0.9040
fmax_mhz = 201.0
fin_crit_ns = 4.976

[placement]
numPortBuffers = 28
placed_cell_area_um2 = 7244
gp_congestion = 0.8606
dp_hpwl_um = 10180

[hold_path]
min-delay-start = "prdata[5]$_SDFFE_PP0P_"
min_delay_worst_endpoint = "prdata[5]$_SDFFE_PP0P_"
hp-class = "reg2reg"
holdPathStages = 2

[floorplan]
core_area_um2 = 16520
fp.dieH_um = 131.9
initial_core_util = 0.4086
die_w_um = 131.9
die-area_um2 = 17410
rows = 47
io_pins = 36

[clocking]
tritoncts = "yes"
cts_root_buf = "clkbuf_16"
clk_pin_slew_ns = 0.06
cts-resized-gates = 0
clock_path_buffers = 2
cts-htree-levels = 4
insertion_delay_ns = 0.41
cts-buffers-inserted = 17
cts_hold_buf = 0
clock_sinks = 143
cts_setup_buffers = 0

[run]
maxCapViolations = 0
warnings = 27

[outcome]
status = "finished clean"
cells in the mapped netlist (all sizes together) (4+ instances only):
cell type    n
dfxtp       15
nor3b        6
o21ai       19
mux2         7
nor3        11
o22ai        8
nand3        4
edfxtp     128
nor2        36
nand2b       4
mux2i       23
inv          4
and2       129
buf         15
mux4        15
nor4         7
nand2       18
a31oi        4
clkbuf      24
a21oi        8
nor2b        4
worst register-to-register path, stage by stage (launching register included):
cell,delay (ns)
edfxtp_1,0.36
mux2_2,0.27
a221oi_1,0.37
a21oi_1,0.09
o32ai_1,0.42
nor4_1,0.10
cell type report:
type	count	area [um^2]	share of cell area
Sequential cell	143	4144	0.5303
Multi-Input combinational cell	344	2417	0.3094
Clock buffer	23	457.9	0.05861
Timing Repair Buffer	45	392.9	0.05028
Tap cell	220	275.3	0.03523
Clock inverter	9	111.4	0.01425
Inverter	4	15.01	0.001922
power groups by stage:
stage / combinational [mW] / sequential, mW / clock [mW]
after CTS: 0.0797 / 0.579 / 0.517
after global routing: 0.0867 / 0.581 / 0.539
final: 0.0789 / 0.579 / 0.510
stage by stage:
stage                     worst slack (ns)  power, mW  std cells  hold slack (ns)
after CTS                            6.867      1.176        788           0.5005
after global routing                 6.625      1.207        788           0.5223
after detailed placement             6.441     0.6687        756           0.4923
after global placement               6.442     0.6681        756           0.4758
after floorplan                      7.273     0.6353        530           0.4445
final                                6.824      1.168        788           0.4970
kinds of logic after synthesis:
family | count (synthesis) | synth area share
other | 2 | 0.001112
AOI/OAI and AO/OA | 60 | 0.05781
buffers and inverters | 43 | 0.03002
DFF | 143 | 0.6137
and+or+nand+nor | 234 | 0.2016
muxes | 45 | 0.09579
worst max-delay path by stage:
stage     start                      endpoint  slack (ns)  cells after the start
4_1_cts   reset  addr_reg[2][3]$_SDFFCE_PN0P_        6.87                      6
5_1_grt   reset  addr_reg[2][3]$_SDFFCE_PN0P_        6.62                      6
6_report  reset  addr_reg[2][3]$_SDFFCE_PN0P_        6.82                      6
layer usage:
| metal | vias to the layer above | track usage | share of wire |
|---|---|---|---|
| met4 | 0 | 0.04199 | 0.025 |
| met1 | 2006 | 0.2908 | 0.41 |
| met3 | 21 | 0.1072 | 0.11 |
| li1 | 1974 | - | - |
| met5 | - | 0 | 0 |
| met2 | 179 | 0.3048 | 0.45 |
No activity file was given, so power comes from the tool's default toggle rates.
